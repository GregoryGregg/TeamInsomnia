===== run.sh =====
#!/bin/bash
# OpenROAD 26Q1-2900-gdf79404cd8, Yosys 0.63+post, stock flow scripts
make -C /OpenROAD-flow-scripts/flow DESIGN_CONFIG=/design/flow/config.mk WORK_HOME=/design/flow/orfs finish

===== config.mk =====
export PLATFORM = sky130hd
export DESIGN_NAME = Encoder
export DESIGN_NICKNAME = Encoder
export VERILOG_FILES = /design/flow/design.v
export SDC_FILE = /design/flow/constraint.sdc
export NUM_CORES = 4
export LEC_CHECK = 1
export CORE_UTILIZATION = 50

===== constraint.sdc =====
current_design Encoder

set clk_period 7.4
set clk_io_pct 0.2

create_clock -name clk0 -period $clk_period [get_ports {clk}]

set non_clock_inputs [all_inputs -no_clocks]
set_input_delay [expr $clk_period * $clk_io_pct] -clock clk0 $non_clock_inputs
set_output_delay [expr $clk_period * $clk_io_pct] -clock clk0 [all_outputs]

===== design.v =====
`timescale 1ns / 1ps
module Encoder(
 input clk,
 input brake,
 input coast,
 input [8:0]Adjust,
 input ea,
 input eb,
 input [2:0]direction,
 input [5:0]sw,
 output [5:0]swb
    );
    reg reset;
    reg [6:0] ERROR;
    reg [8:0] ADJUST;
    reg check_a; 
    reg check_b;
    reg check;
    reg [5:0] countb_r, counta_r;
    reg [5:0] swb_r;
    reg [30:0] counter_frequency = 1'b0;
    reg [30:0] limit = 30'd100000;
    assign swb = swb_r[5:0];
    always @(posedge clk)
    begin
        if (counter_frequency > limit)
        begin
            counter_frequency <= 0;
            check <= ~check;
        end
    counter_frequency <= counter_frequency + 1'b1;
    end
    always @(posedge clk)
    begin
        if (~brake && ~coast)
        begin
            if (ea && !check_a)
            begin
                check_a = 1'b1;
                counta_r <= counta_r + 1'b1;
            end if (!ea && check_a)
            begin
                check_a = 1'b0;
            end if (eb && !check_b)
            begin
                check_b = 1'b1;
                countb_r <= countb_r + 1'b1;
            end if (!eb && check_b)
            begin
                check_b = 1'b0;
            end
        end
    end
    always @(posedge check)
    begin
        ERROR = counta_r - countb_r;
        if (ERROR[6]) begin
        swb_r <= swb_r - ERROR[5:0]/Adjust;
        end else if (!ERROR[6]) begin
        swb_r <= swb_r + ERROR[5:0]/Adjust;
        end
    end
endmodule

==> commit_impl_results.txt <==
Record implementation results from latest flow run

- Outcome: complete, no violations
* Share of post-route cells with drive strength above 1: 6.429%
- Total negative slack for setup checks: 0 ps
* MI comb area: 3269 um2
* Final Skew: 5.238 ps
- Flop pwr share: 46.2%
* Post-synthesis async set-or-reset flop share: 0%
- Layout Utilization: 57.31%
* Hold Buf Count CTS: 0
* Clock period minus worst slack: 2443 ps
- Number of diodes: 0
* Post-synthesis register bit count: 52
- Number of buffers on the longest clock path: 2
* Primary FF master, synth: dfxtp_1
* Count of TritonRoute iterations in the first routing pass: 4
- Once placement completed, the tool counted placed cells totaling 660.
* Sequential cell area fraction in the yosys report: 25.60%
- The final route contains 3789 vias.
* Worst hold path cell count: 1
* Top area cells in the synthesized netlist: ha_1 (16%), dfxtp_1 (16%), edfxtp_1 (9.7%)
- Cells after Synth: 535
* Combinational share of power: 26.0%
* Area Growth Syn to Fin: 8.981%
- The overall die size recorded for this design is 9696 um2.
- The tool warning count for the run is 36.
* Post-layout instance count excluding filler cells: 668
- P_int: 0.4024 mW
- Floorplan core density: 52.59%
- Chip area in the Yosys report: 4653 um2
- Per the OpenROAD power report, switching power amounts to 0.1672 mW.
* Yosys cell count: 535
- Number of distinct library cells after synthesis: 64
- Row generation in the floorplan step produced 34 rows.
- Synthesized area per cell: 8.698 um2
* Design area: 5071 um2
* Final slew viol count: 0
* Final worst-path cycle share: 33.01%
- At the later pin of the worst-skew pair, clock insertion delay measures 290 ps.
* Worst reg2reg path depth: 8
- The worst setup path is captured at a register.
* Total of cells resized after clock tree synthesis: 0
* Clock slew at reported path FFs: 80 ps
* Post-Place Cell Area: 4977 um2
- Across all checked pins, the minimum headroom to the slew limit is 43.90%.
- Classification of the worst-slack hold path: register to register
- Summed over all layers, the global routing overflow is 0.
- The critical path endpoint has a required time of 7410 ps.
- The report shows a maximum critical-path fanout of 6.
* Maximum vdd ir drop: 0.1768 mV
- Y dimension of the die: 98.47 um
* Cell area after synthesis: 4653 um2
* Post-detailed-route wirelength per cell: 13.62 um
- Global routing consumed, over all layers together, 20.83% of the routing resources.
- TritonCTS clock tree: done
- Setup slack at placement: 4649 ps
* CTS Root Cell: clkbuf_8
- IO Port Bufs: 19
- For the worst reg-to-reg path, the endpoint reported by OpenROAD is check.
* Die width: 98.47 um
- Most frequent cell after synthesis: ha_1
* IO Count: 29
* Number of setup buffers added after CTS: 0
- Final worst setup slack: 4957 ps
- For this run the detailed placement stage logged an HPWL of 7.329 mm.
- Start-to-end type of the worst setup path: input port to register
- Switching power share of the total: 29.35%
- The worst hold path begins at counter_frequency[0].
- The most critical hold endpoint after final layout shows a slack of 440.6 ps.
- The clock network burns 27.8% of the power.
- Setup repair after global routing left no endpoint under its margin.
* Via density per instance: 5.672
* Count of library flops with an enable pin: 15
- Transition time at the pin with the least slew margin: 838.3 ps
* Cell type with the highest aggregate area in the netlist: ha_1
* Reg2reg start: counter_frequency[0]
* Synth top cells by count: ha_1 (61), inv_1 (42), dfxtp_1 (37), xnor2_1 (37), nor2_1 (36)
* Routability cong.: 0.8608
- Registers take 1191 um2.
- First-pass GRT wire length: 16.22 mm
- The number of antenna violations at the first check in global routing came to 0.
- The final power report lists total power as 0.5696 mW.
- Max-cap violations in this run came to 0.
- Per the layout report, the design carries 801 filler cells.
- The number of clock buffers added by TritonCTS is 5.
* Vias in the first global route: 3513
- WP data arrival: 2460 ps
* Startpoint types: input port
* Remaining routing DRC violations: 0
- 12 endpoints have no timing constraint.
* Power per unit of standard cell area: 112.3 nW/um2
- Max-area cell share: 16.40%
- The violation tally recorded at the end of detailed-routing iteration 0 is 139.
- Pin count of the biggest net entering global routing: 15
- The end-of-flow timing check tallies setup violations at 0.
- The H-tree was split into 2 levels.
* Hold Path Sink: counter_frequency[0]
* Count of unclocked register or latch pins: 6
- For this run, the number of Yosys warnings is 1.
- Once detail routing completed, the nets flagged for antenna violations numbered 0.
- Per the timing report, the achievable frequency comes out to 409.4 MHz.
- Leakage dissipation: 2.159 nW
- Wirelength, routed: 9.095 mm
* Standard cell core area: 8848 um2
* Internal reg-to-reg setup slack: 5350 ps
- The final hold violation count recorded for this run is 0.
## worst max-delay path, stage by stage
cell             delay [ps]
clkdlybuf4s50_1         440
nor4b_1                 330
buf_4                   210
## metal layers
metal	vias to the layer above	global-route usage [%]	wire length, um
met3	8	1.227	139
met5	-	0	0
li1	2012	-	-
met2	31	34.78	4165
met1	1738	32.07	4695
met4	0	1.837	93
## registers in the layout, summed over array words and instances (netlist names)
name and flops:
countb_r 6, counta_r 6, swb_r 6, check_b 1, check_a 1, check 1
counter_frequency 31
## worst max path at each step
| stage | depth (start not counted) | startpoint | to | slack [ps] |
|---|---|---|---|---|
| CTS | 3 | coast | counta_r[2] | 4960 |
| global route | 3 | brake | counta_r[0] | 4910 |
| finish | 3 | coast | countb_r[0] | 4960 |
## layout by cell type, fill, tap and decap left out, types with 8 or more instances in the layout
cell             count
xnor2_1             37
a21oi_1             32
o21a_1              13
dfxtp_1             37
edfxtp_1            15
inv_1               42
a21o_1              13
nor3_1              13
o21ai_0             21
nand2_1             27
nand3_1             28
xor2_1              20
ha_1                61
nor2_1              36
nand4_1              8
clkdlybuf4s50_1     19
and3_1              13
## power by group through the flow
stage	logic, mW	clock network (mW)	registers, mW
after CTS	0.149	0.164	0.263
after global routing	0.170	0.174	0.264
final	0.148	0.158	0.263
## area by class of cell
cell class / count / area share, %
timing repair buffer: 23 / 4.342
multi-input combinational: 434 / 64.47
inverter: 43 / 3.183
tap: 108 / 2.665
clock inverter: 2 / 0.2221
clock buffer: 6 / 1.628
sequential: 52 / 23.49
## cells by family (layout without fill, tap and decap cells)
kind of cell	count (synthesis)	in the layout	share of synthesized area [%]
other	1	3	0.08059
AOI/OAI and AO/OA	133	133	20.22
and+or+nand+nor	169	169	19.68
DFF	52	52	25.60
muxes	9	9	2.124
xor gates and xnor gates	57	57	10.73
adders and majority gates	63	63	17.26
buffers and inverters	51	74	4.302
Power figures rest on the tool's default switching activity, not on a simulated workload.
